### /design/flow/design.v
module rx(
    input rx_en,
    input clk,
    input rst,
    input data_in,
    output reg [7:0] data_out,
    output done,
    output busy,
    output err
);
    reg [2:0] next_state, current_state ;
    parameter IDLE = 3'b000 ;
    parameter START = 3'b001 ;
    parameter DATA = 3'b010 ;
    parameter ERR = 3'b011 ;
    parameter DONE = 3'b100 ;
    reg[31:0] baud_count = 0;
    reg[3:0] baud_tick = 0 ;
    always @(posedge clk) begin 
        if(rst) begin 
            baud_count <= 0 ;
            baud_tick <= 4'h0 ;
        end
        else if (rx_en) begin 
            if (current_state == START) begin
                if (baud_count == 32'h0000_3D18) begin 
                    baud_count <= 0 ;
                    baud_tick <= baud_tick + 1'b1 ; 
                end 
                else begin
                    baud_count <= baud_count + 1 ;
                end 
            end 
            else if (current_state == DATA) begin 
                if (baud_count == 32'h0000_28B0) begin 
                    baud_count <= 0 ;
                    baud_tick <= baud_tick + 1'b1 ;
                end 
                else begin 
                    baud_count <= baud_count + 1 ;
                end
            end
            else begin 
                baud_count <= 0 ;
                baud_tick <= 4'h0 ;
            end
        end
        else begin 
            baud_count <= 0 ;
            baud_tick <= 4'h 0 ;
        end 
    end 
    always @(posedge clk) begin 
        if(rst) begin 
            current_state <= IDLE ;
        end 
        else begin 
            current_state <= next_state ;
        end 
    end 
    always @(*) begin 
        case(current_state) 
        IDLE : begin 
            if (data_in) 
                next_state = IDLE ;
            else 
                next_state = START ;
        end 
        START : begin 
            if(baud_tick == 4'h1 )
                next_state = DATA ;
            else 
                next_state = START ;
        end 
        DATA : begin 
            if(baud_tick == 4'h9) begin 
                if (data_in) 
                    next_state = DONE ;
                else
                    next_state = ERR ;
            end 
            else 
                next_state = DATA ; 
        end
        default : next_state = IDLE ;
        endcase 
    end 
    reg[7:0] data_in_rx = 8'h00 ;
    always @(posedge clk) begin 
        if(rst) begin 
            data_in_rx <= 8'h00 ;
        end
        else if (rx_en) begin
            if((baud_count == 32'h0000_3D18) && (current_state == START)) begin 
                data_in_rx[7] <= data_in ;  
            end 
            else if ((baud_count == 32'h0000_28B0) && (current_state == DATA) && (baud_tick < 4'h8)) begin 
                data_in_rx <= data_in_rx >> 1 ;
                data_in_rx[7] <= data_in ;
            end 
        end
    end 
    assign data_out = data_in_rx ;
    assign err = (current_state == ERR) ;
    assign done = (current_state == DONE) ;
endmodule
### /design/flow/run.sh
#!/bin/bash
# OpenROAD 26Q1-2900-gdf79404cd8, Yosys 0.63+post, stock flow scripts
make -C /OpenROAD-flow-scripts/flow DESIGN_CONFIG=/design/flow/config.mk WORK_HOME=/design/flow/orfs finish
### /design/flow/config.mk
export PLATFORM = sky130hd
export DESIGN_NAME = rx
export DESIGN_NICKNAME = rx
export VERILOG_FILES = /design/flow/design.v
export SDC_FILE = /design/flow/constraint.sdc
export NUM_CORES = 4
export LEC_CHECK = 1
export CORE_UTILIZATION = 30
### /design/flow/constraint.sdc
current_design rx

set clk_period 4.6
set clk_io_pct 0.2

create_clock -name clk0 -period $clk_period [get_ports {clk}]

set non_clock_inputs [all_inputs -no_clocks]
set_input_delay [expr $clk_period * $clk_io_pct] -clock clk0 $non_clock_inputs
set_output_delay [expr $clk_period * $clk_io_pct] -clock clk0 [all_outputs]
==> highlights.md <==
Yosys
* **ranking of synthesized cells by area** sky130_fd_sc_hd__dfxtp_1 (39%), sky130_fd_sc_hd__a211oi_1 (4.5%), sky130_fd_sc_hd__mux2i_1 (4.0%)
* **cell count after synthesis** 283
* **Yosys top cell by area** sky130_fd_sc_hd__dfxtp_1
* **Syn Std Cell Area** 2490 um2
* **multiplexer area fraction after synthesis** 0.0401
* **yosys-reported design area after synthesis** 2490 um2
* **Synth logic family** simple AND/OR/NAND/NOR gates
* **Commonest flop** sky130_fd_sc_hd__dfxtp_1
* **cell count listed in synth_stat.txt** 283
* **register bit total from synthesis** 49
* **post-synthesis area per instance** 8.81 um2
* **distinct lib cells** 46
* **top-area cell type share of the netlist area** 0.393
* **Simple-Gate Area Share** 0.303
* **sequential share of the synthesized area** 0.393
* **Synth warnings** 3
* **post-synth tally of flip-flops with integrated enable** 0
* **xor/xnor share of the synthesized area** 0.0386
* **share of synthesized registers carrying an async set or reset** 0
* **FA/HA/MAJ Cells, Area Fraction** 0.0201
* **ao+oa area frac** 0.163

Die
* **height of the die** 93.2 um
* **I/O pin count** 15
* **placeable core region** 7890 um2
* **Chip Footprint** 8680 um2
* **die width** 93.2 um
* **fraction of the core area occupied by cells at floorplan** 0.316
* **number of placement rows** 32

Timing
* **endpoints failing hold** 0
* **Min Clock Period, post-route** 2.59 ns
* **final count of negative-setup-slack endpoints** 0
* **fin worst setup slack** 2.01 ns
* **Clock Skew** 0.0101 ns
* **Max Fclk** 0.387 GHz
* **worst max-slew margin expressed relative to the limit** 0.397
* **count of pins over their slew limit** 0
* **fraction of the cycle the final worst path needs** 0.562
* **slew at the pin closest to its max-slew limit** 0.903 ns
* **unrepaired setup endpoints after global routing** false
* **final total negative setup slack** 0 ns

Route
* **detailed-route via count** 2134
* **number of diodes** 0
* **First-pass DRT Iterations** 4
* **DRC violations left** 0
* **Final Routed Wirelength** 5.55 mm
* **mean routed wirelength per cell** 14.0 um
* **Antenna Violating Nets Remaining** 0
* **violation tally from detailed-route iteration zero** 114
* **vias per std cell** 5.40

Setup path
* **Worst Path Max Fanout** 13
* **dominant delay contributor by cell family on the critical path** simple AND/OR/NAND/NOR gates
* **launching point of the worst reg2reg path** baud_count[0]
* **combined buffer and inverter count along the critical path** 2
* **critical path's slowest cell** sky130_fd_sc_hd__a211oi_2
* **sequence of cells on the critical path** inv_1 -> ha_1 -> nor4b_1 -> nand4_1 -> a211oi_2 -> buf_4 -> nor3_1
* **type of destination of the critical path** flop
* **kind of launch point of the worst setup path** flop
* **Critical Path RT** 4.78 ns
* **startpoint of the most critical setup path** baud_count[0]
* **arrival time at the worst endpoint** 2.77 ns
* **CP peak stage delay** 0.77 ns
* **Crit Path Category** reg2reg

Clock tree
* **# resized after CTS** 0
* **buffer levels on the longest clock path** 2
* **number of buffers created by CTS** 5
* **number of buffers inserted to repair setup after CTS** 0
* **Clk Latency, worst-skew pair** 0.30 ns
* **total number of H-tree levels** 2
* **count of clock tree sinks** 49
* **Hold-fix buffers, CTS** 0
* **clock edge transition at the registers on the reported setup and hold paths** 0.09 ns
* **clock tree from TritonCTS** built
* **CTS root buffer** sky130_fd_sc_hd__clkbuf_8

Placed design
* **port bufs** 13
* **final estimated routing congestion in global placement** 0.861
* **post-DP HPWL** 3.89 mm
* **worst slack at placement** 2.05 ns

Hold path
* **Hold Startpoint** current_state[4]
* **type of the worst min-delay path** reg2reg

Final layout
* **number of fillers in the final layout** 775
* **most common cell after layout, fill and taps aside** sky130_fd_sc_hd__dfxtp_1
* **share of final-layout standard cells stronger than drive strength 1** 0.0614
* **most used cells in the layout excluding fill and tap cells** sky130_fd_sc_hd__dfxtp_1 (49), sky130_fd_sc_hd__nand2_1 (23), sky130_fd_sc_hd__nor3_1 (17)
* **relative area change from synthesis to final layout** 11.9%

GRT
* **total gr overflow** 0
* **number of antenna violations at the first check in global routing** 0
* **wire length of the first global-routing pass** 9.35 mm
* **global routing usage summed across all routing layers** 0.135
* **vias in the first global route** 1923
* **maximum number of pins on one net before global-route repair** 32

Job
* **count of maximum capacitance violations** 0
* **OpenROAD warnings** 27

Power and ir drop
* **Power Dens Cells** 247 nW/um2
* **Leak** 0.000884 uW
* **VDD IR-drop max** 0.107 mV

Outcome
* **outcome** finished, final reports clean

-- where the power goes --
part | switching (uW) | internal (uW)
registers | 1.88 | 425
logic | 9.45 | 5.60
clock network | 141 | 106
total | 152 | 537
-- kinds of logic after synthesis --
logic type / Yosys count
AND-OR/OR-AND: 54
XOR/XNOR: 11
adder cells (fa/ha/maj): 4
buffers and inverters: 25
flip-flops: 49
multiplexers: 10
other: 1
AND/OR/NAND/NOR: 129
-- synthesized netlist by cell type, types with 4 or more instances --
library cell,n
sky130_fd_sc_hd__inv_1,12
sky130_fd_sc_hd__nand4_1,6
sky130_fd_sc_hd__a211oi_1,15
sky130_fd_sc_hd__o211a_1,4
sky130_fd_sc_hd__a211oi_2,4
sky130_fd_sc_hd__or4_1,9
sky130_fd_sc_hd__or3_1,10
sky130_fd_sc_hd__nand3_1,15
sky130_fd_sc_hd__ha_1,4
sky130_fd_sc_hd__nand2_1,23
sky130_fd_sc_hd__nor4_1,16
sky130_fd_sc_hd__o31ai_1,6
sky130_fd_sc_hd__and4_1,5
sky130_fd_sc_hd__nor3_1,17
sky130_fd_sc_hd__clkbuf_1,8
sky130_fd_sc_hd__o21ai_0,8
sky130_fd_sc_hd__nor2_1,7
sky130_fd_sc_hd__xnor2_1,9
sky130_fd_sc_hd__a21oi_1,8
sky130_fd_sc_hd__mux2i_1,10
sky130_fd_sc_hd__dfxtp_1,49
sky130_fd_sc_hd__nand2b_1,4
-- state kept, by name, summed over array words and instances, names as in the netlist --
name	cells
current_state	5
baud_tick	4
data_in_rx	8
baud_count	32
-- path summary, 6_finish.rpt --
kind | depth (start not counted) | slack, ns | to
worst min-delay path | 1 | 0.46 | current_state[0]
worst min register to register | 1 | 0.46 | current_state[0]
worst max register to register | 7 | 2.01 | baud_count[14]
worst max-delay path | 7 | 2.01 | baud_count[14]
-- final cells by class --
| cell class | instances | area (um2) | area share |
|---|---|---|---|
| timing repair buffer | 15 | 145 | 0.0520 |
| tap | 102 | 128 | 0.0457 |
| sequential | 49 | 981 | 0.351 |
| clock buffer | 6 | 72.6 | 0.0260 |
| clock inverter | 2 | 10.0 | 0.00359 |
| inverter | 12 | 45.0 | 0.0161 |
| multi-input combinational | 209 | 1410 | 0.505 |
-- metrics by stage --
step	area (um2)	instances	utilization	power, uW	hold WS (ns)
after floorplan	2490	283	-	446	0.395
after global placement	2710	387	0.343	452	0.439
after detailed placement	2710	387	0.343	452	0.438
after CTS	2790	395	0.354	699	0.462
after global routing	2790	395	0.354	720	0.481
final	2790	395	0.354	689	0.459
-- layer usage --
metal  track usage  wire, um  vias to the layer above
li1              -         -                     1098
met4        0.0205        76                        0
met5             0         0                        -
met2         0.205      2380                       38
met1         0.212      2860                      992
met3        0.0190       235                        6
Power is estimated from default activity; no workload was simulated.
