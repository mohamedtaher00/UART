==> design/flow/design.v <==
module tx(
    input tx_en, 
    input rst, 
    input clk,
    input[7:0] data_in,
    output reg data_out,  
    output reg done = 1'b0 , 
    output busy
);
    reg[31:0] baud_count = 0;
    reg[3:0] baud_tick = 0 ;
    reg[7:0] data_in_tx;
    assign data_in_tx = data_in ;
    always @(posedge clk) begin 
        if(rst) begin
            baud_count <= 0 ;
            baud_tick <= 0 ;
        end 
        else if (tx_en) begin
            if (baud_count == 32'h 0000_28B0) begin
                if(baud_tick == 4'h9) begin
                    baud_count <= 0 ;
                    done <= 1'b1 ;
                    baud_tick <= 4'h0 ;
                end
                else begin 
                    baud_count <= 0 ;
                    baud_tick <= baud_tick + 1'b1 ;
                end 
            end 
            else begin 
                baud_count <= baud_count + 1 ;
            end 
        end 
    end 
    always @(*) begin 
        if (rst) begin 
            done = 1'b0 ;
            data_out = 1'b 1;
        end 
        else if(tx_en) begin 
            case(baud_tick) 
            4'h0 : begin 
                if (done)
                    data_out = 1'b1 ;  
                else 
                    data_out = 1'b0 ;
            end
            4'h1 : data_out = data_in_tx[0] ;
            4'h2 : data_out = data_in_tx[1] ;
            4'h3 : data_out = data_in_tx[2] ;
            4'h4 : data_out = data_in_tx[3] ;
            4'h5 : data_out = data_in_tx[4] ;
            4'h6 : data_out = data_in_tx[5] ;
            4'h7 : data_out = data_in_tx[6] ;
            4'h8 : data_out = data_in_tx[7] ;
            4'h9 : begin 
                data_out = 1'b1 ;
            end 
            default : data_out = 1'b1 ;
            endcase 
        end 
        else begin
            data_out = 1'b1 ;
        end 
    end 
endmodule
==> design/flow/run.sh <==
#!/bin/bash
# OpenROAD 26Q1-2900-gdf79404cd8, Yosys 0.63+post, stock flow scripts
make -C /OpenROAD-flow-scripts/flow DESIGN_CONFIG=/design/flow/config.mk WORK_HOME=/design/flow/orfs finish
==> design/flow/config.mk <==
export PLATFORM = sky130hd
export DESIGN_NAME = tx
export DESIGN_NICKNAME = tx
export VERILOG_FILES = /design/flow/design.v
export SDC_FILE = /design/flow/constraint.sdc
export NUM_CORES = 4
export LEC_CHECK = 1
export CORE_UTILIZATION = 40
==> design/flow/constraint.sdc <==
current_design tx

set clk_period 4.5
set clk_io_pct 0.2

create_clock -name clk0 -period $clk_period [get_ports {clk}]

set non_clock_inputs [all_inputs -no_clocks]
set_input_delay [expr $clk_period * $clk_io_pct] -clock clk0 $non_clock_inputs
set_output_delay [expr $clk_period * $clk_io_pct] -clock clk0 [all_outputs]
==> results_dict.tcl <==
# yosys + openroad results
set metrics [dict create \
    rsz0062_at_grt "no" \
    cts_setup_buffers 0 \
    viasPerCell 5.246 \
    cp.required_ps 3600 \
    num_vias 1448 \
    largest_area_cell "dfxtp_1" \
    hold_depth 2 \
    chipWidth_um 70.96 \
    drt_wl_total_um 3402 \
    cts.repair.resized 0 \
    finClkSkew_ps 9.266 \
    r2r_start "baud_count[0]$_SDFFE_PP0P_" \
    slew_headroom_pct 64.82 \
    hold_viol_final 0 \
    flop_cell "dfxtp_1" \
    place_congestion 0.8178 \
    grt_use_total_pct 14.69 \
    period_used_pct 74.50 \
    fin_tns_setup_ps 0 \
    die.size.y_um 70.96 \
    drt_iter0_drc 37 \
    grt_max_degree 22 \
    end_kind "output port" \
    synthArstFlopShare_pct 0 \
    leakage_nw 0.7401 \
    hp-start "baud_count[5]$_SDFFE_PP0P_" \
    root_buffer "clkbuf_8" \
    reg2reg_depth 7 \
    synth_stat.cells 209 \
    setup_violations 0 \
    ys_area_um2 1902 \
    port_buffers 11 \
    final_cell_count_no_fill 276 \
    fin_ws_ps 1147 \
    period_minus_slack_ps 3353 \
    row_count 24 \
    synth_cell_types 44 \
    hp-class "register to register" \
    cts_tree "yes" \
    p_per_area_nw_per_um2 275.7 \
    clk_pin_slew_ps 70 \
    clk_path_buf_depth 2 \
    synth_seq_share_pct 37.89 \
    critPathMaxFanout 1 \
    fillers 428 \
    numCtsBuffers 5 \
    cp-start-kind "input port" \
    post_drt_wl_per_cell_um 12.33 \
    drtAntennaViolNets 0 \
    min_to "baud_count[5]$_SDFFE_PP0P_" \
    worstMarginPinSlew_ps 523.7 \
    fp_util_pct 42.51 \
    dp_hpwl_um 2372 \
    place_ws_ps 1128 \
    clkSinkCount 36 \
    drv_cap 0 \
    log.warning_count 26 \
    drc_errors 0 \
    cp_data_arrival_time_ps 2450 \
    antenna_found_initial 0 \
    yosysTopAreaCellShare_pct 37.89 \
    dp_cells 268 \
    grt_pass1_vias 1289 \
    fmaxAchievable_mhz 298.3 \
    ys.flops 36 \
    area_leaders "dfxtp_1 (38%), xor2_1 (7.4%), nor2_1 (6.9%), xnor2_1 (6.4%), nand4_1 (3.6%)" \
    edf_count 0 \
    yosysWarnings 5 \
    area_growth_pct 12.96 \
    io_pins 14 \
    core_um2 4474 \
    grt_pass1_wl_um 5844 \
    syn_area_per_cell_um2 9.100 \
    htree_levels 2 \
    netlist_area_um2 1902 \
    syn_inst 209 \
    final_core_util_pct 48.01 \
    diodes 0 \
    max-vdd-ir-drop_v 0.0001535 \
    r2r_end "baud_tick[3]$_SDFFE_PP0P_" \
    grt_overflow 0 \
    finalMaxSlewViolations 0 \
    insertion_delay_ps 280 \
    dieArea_um2 5035 \
    path_class "input port to output port" \
    ff2ff_setup_slack_ps 2480 \
    status "complete, no violations" \
    firstDrtPassIters 6 \
    hold_buffers 0 \
    drive_gt1_share_pct 10.27 \
]
through the flow:
stage	power, mW	hold slack (ps)	area [um2]
after CTS	0.6046	523.9	2148
final	0.5924	525.3	2148
after detailed placement	0.3678	501.1	2058
after floorplan	0.3541	479.4	1906
after global routing	0.6186	547.1	2148
after global placement	0.3676	504.5	2058
metal layers:
layer / GRT usage, % / part of all wire (%) / vias up
met4: 2.000 / 1.1 / 0
met5: 0 / 0 / -
met2: 22.01 / 43 / 11
li1: - / - / 761
met1: 23.37 / 53 / 671
met3: 3.035 / 2.5 / 5
cell families after synthesis:
kind of cell             count (synthesis)  synth area share (%)
AND/OR/NAND/NOR                        106                 33.22
adder cells (fa/ha/maj)                  2                 1.316
multiplexers                             4                 2.829
flip-flops                              36                 37.89
buffers and inverters                   16                 3.947
XOR/XNOR                                30                 13.82
other                                    1                0.1972
AND-OR/OR-AND                           14                 6.777
registers in the layout, summed over array words and instances (netlist names):
| name | cells |
|---|---|
| baud_count | 32 |
| baud_tick | 4 |
critical path, cell delays in order:
cell,delay (ps)
clkdlybuf4s50_1,390
mux4_2,460
a21oi_1,170
o2111ai_1,110
clkdlybuf4s50_1,430
layout make-up:
class	count	area [um2]	share of cell area [%]
clock buffer	8	90.09	4.193
inverter	8	30.03	1.398
multi-input combinational	158	1110	51.66
sequential	36	720.7	33.55
tap	52	65.06	3.029
timing repair buffer	14	132.6	6.174
cell usage after synthesis (4+ instances only):
master	count
a21oi_1	5
and4_1	4
dfxtp_1	36
inv_1	8
nand2_1	16
nand3_1	7
nand4_1	11
nor2_1	35
nor3_1	4
nor4_1	4
xnor2_1	14
xor2_1	16
cells in the final DEF (no fill, tap or decap), drive strengths merged, types with 2 or more instances in the layout:
cell type and instances:
a21oi 5, nand4 12, nand3 7, xor2 16
nor4b 5, nand2 16, o41ai 2, nor4 8
buf 3, and4 4, clkbuf 8, nor2 35
or3 3, nand3b 2, clkdlybuf4s50 11, and3 3
inv 8, conb 2, dfxtp 36, mux2i 2
nor3 4, ha 2, xnor2 14
worst max path at each step:
| stage | start | endpoint | slack (ps) | cells past startpoint |
|---|---|---|---|---|
| final | data_in[6] | data_out | 1150 | 5 |
| after CTS | data_in[6] | data_out | 1130 | 5 |
| after global routing | data_in[6] | data_out | 1080 | 5 |
where the power goes:
part           switching (mW)  internal, mW  leakage [nW]
Sequential            0.00424         0.321         0.290
Combinational          0.0153        0.0192         0.404
Clock                   0.107         0.125        0.0455
Power is estimated from default activity; no workload was simulated.
